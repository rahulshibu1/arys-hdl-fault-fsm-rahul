==> /design/flow/design.v <==
`timescale 1ns/1ps
module fault_fsm #(
    parameter integer P_WARN   = 5,     
    parameter integer P_FAULT  = 12,    
    parameter integer P_SHUT   = 30     
)(
    input  wire clk,
    input  wire rst_n,
    input  wire ov, uv, ot, uc,           
    input  wire mask_ov, mask_uv, mask_ot, mask_uc,  
    input  wire clear_warning,            
    output reg  [1:0] state,              
    output reg  warn, fault, shutdown,
    output reg  [2:0] active_fault_id,    
    output reg  [7:0] cnt_uv, cnt_ov, cnt_ot, cnt_uc  
);
    localparam S_NORMAL   = 2'b00;
    localparam S_WARNING  = 2'b01;
    localparam S_FAULT    = 2'b10;
    localparam S_SHUTDOWN = 2'b11;
    wire a_uv = uv & ~mask_uv;
    wire a_ov = ov & ~mask_ov;
    wire a_ot = ot & ~mask_ot;
    wire a_uc = uc & ~mask_uc;
    reg [2:0] chosen_fault;
    always @(*) begin
        if (a_uc) chosen_fault = 3'd4;
        else if (a_ot) chosen_fault = 3'd3;
        else if (a_ov) chosen_fault = 3'd2;
        else if (a_uv) chosen_fault = 3'd1;
        else chosen_fault = 3'd0;
    end
    always @(*) active_fault_id = chosen_fault;
    always @(posedge clk or negedge rst_n) begin
        if (!rst_n) begin
            cnt_uv <= 0; cnt_ov <= 0; cnt_ot <= 0; cnt_uc <= 0;
        end else begin
            cnt_uv <= a_uv ? cnt_uv+1 : 0;
            cnt_ov <= a_ov ? cnt_ov+1 : 0;
            cnt_ot <= a_ot ? cnt_ot+1 : 0;
            cnt_uc <= a_uc ? cnt_uc+1 : 0;
        end
    end
    reg [1:0] nxt_state;
    always @(posedge clk or negedge rst_n) begin
        if (!rst_n) state <= S_NORMAL;
        else state <= nxt_state;
    end
    always @(*) begin
        warn=0; fault=0; shutdown=0;
        nxt_state = state;
        case(state)
            S_NORMAL: if(chosen_fault!=0 && (
                          (a_uv && cnt_uv>=P_WARN) ||
                          (a_ov && cnt_ov>=P_WARN) ||
                          (a_ot && cnt_ot>=P_WARN) ||
                          (a_uc && cnt_uc>=P_WARN))) nxt_state=S_WARNING;
            S_WARNING: begin
                warn=1;
                if(chosen_fault==0) begin
                    if(clear_warning) nxt_state=S_NORMAL;
                end else if(
                    (a_uv && cnt_uv>=P_FAULT) ||
                    (a_ov && cnt_ov>=P_FAULT) ||
                    (a_ot && cnt_ot>=P_FAULT) ||
                    (a_uc && cnt_uc>=P_FAULT)) nxt_state=S_FAULT;
            end
            S_FAULT: begin
                fault=1;
                if(chosen_fault==0) begin
                    if(clear_warning) nxt_state=S_NORMAL;
                end else if(
                    (a_uv && cnt_uv>=P_SHUT) ||
                    (a_ov && cnt_ov>=P_SHUT) ||
                    (a_ot && cnt_ot>=P_SHUT) ||
                    (a_uc && cnt_uc>=P_SHUT)) nxt_state=S_SHUTDOWN;
            end
            S_SHUTDOWN: begin
                shutdown=1;
                nxt_state=S_SHUTDOWN;  
            end
        endcase
    end
endmodule
==> /design/flow/run.sh <==
#!/bin/bash
# OpenROAD 26Q1-2900-gdf79404cd8, Yosys 0.63+post, stock flow scripts
make -C /OpenROAD-flow-scripts/flow DESIGN_CONFIG=/design/flow/config.mk WORK_HOME=/design/flow/orfs finish
==> /design/flow/config.mk <==
export PLATFORM = sky130hd
export DESIGN_NAME = fault_fsm
export DESIGN_NICKNAME = fault_fsm
export VERILOG_FILES = /design/flow/design.v
export SDC_FILE = /design/flow/constraint.sdc
export NUM_CORES = 4
export LEC_CHECK = 1
export CORE_AREA = 10 10 109 109
export DIE_AREA = 0 0 119 119
==> /design/flow/constraint.sdc <==
current_design fault_fsm

set clk_period 2.0
set clk_io_pct 0.2

create_clock -name clk0 -period $clk_period [get_ports {clk}]

set non_clock_inputs [all_inputs -no_clocks]
set_input_delay [expr $clk_period * $clk_io_pct] -clock clk0 $non_clock_inputs
set_output_delay [expr $clk_period * $clk_io_pct] -clock clk0 [all_outputs]
==> summary.rpt <==
FLOW METRICS REPORT
----------------------------------------------------
[Final timing]
  Finish-stage setup viols ........................ 0
  Final worst-path cycle share ........................ 98.1%
  PnR worst setup slack ........................ 0.0375 ns
  Least-Margin Pin Slew ........................ ~0.44 ns
  Number of slew-limit violations in the final report ........................ 0
  Count of endpoints failing hold in the final timing report ........................ 0
  Highest attainable clock frequency ........................ 0.510 GHz
  Worst Skew ........................ 0.00736 ns
  Worst relative slew slack ........................ roughly 70%
  Shortest clock period the worst path allows after layout ........................ 1.96 ns

[Logic synthesis]
  Most area-hungry cell type in the Yosys netlist ........................ dfrtp_1
  Total number of yosys warnings ........................ 1
  Largest cells by area after synthesis ........................ dfrtp_1 (44%), ha_1 (9.1%), xor2_1 (8.6%)
  Area share of the largest cell type after synthesis ........................ 44.0%
  Synth Register Bits ........................ 34
  Instance tally after logic synthesis ........................ 203
  Mean area per synthesized cell ........................ 9.52 sq um
  Cell variety after synth ........................ 32
  Synthesized chip area reported by yosys ........................ 1930 sq um
  Combined area of all synthesized cells ........................ ~1900 sq um
  Cells in synth_stat.txt ........................ 203
  Register area share after synthesis ........................ 44.0%

[Worst setup path]
  Highest fanout seen on the critical path ........................ 2
  Worst setup path class ........................ reg -> reg
  Arr. time, crit path ........................ 2.13 ns
  Sort of element at the start of the critical path ........................ flop
  Sort of element at the end of the critical path ........................ flop
  CP Data Required Time ........................ roughly 2.2 ns

[Finish]
  Layout overhead on the synthesized area ........................ 52.8%
  Total non-filler cell area in the finished layout ........................ 2950 sq um
  FILL cells ........................ 1,008
  Register Area ........................ 855 sq um
  Fraction of layout cells with a size suffix above 1 ........................ 19.6%
  Area of the multi-input gates ........................ 1050 sq um

[Status]
  Run status ........................ finished clean

[GRT]
  Vias in the first global route ........................ 1,651
  Global routing usage on met3 ........................ 2.83%
  Tot GR Track Use ........................ under 10%
  Most utilized layer in the global route result ........................ met2
  Met1 track demand over resource ........................ between 9 and 10%
  Pin count of the biggest net entering global routing ........................ 35
  Global-route wire length before repair ........................ 8560 um
  Initial antenna violation count ........................ 0
  Residual overflow from global routing ........................ 0
  Met2 capacity usage during global routing ........................ 11.4%

[Route]
  Detailed-route vias per instance ........................ 4.03
  Vias after detailed routing ........................ ~1,700
  Number of DRC violations after detailed routing ........................ 0
  Wire per inst ........................ 12.6 um
  Antenna Cells ........................ 0
  Length of the first detailed-routing pass in iterations ........................ 4
  Tally of nets with antenna violations remaining after routing ........................ 0
  Sum of routed wire length over all layers ........................ 5290 um
  Initial DRC Count ........................ around 56

[Place]
  Final Wtd Congestion ........................ 0.809
  Port-buffer cells ........................ 50
  Half-perimeter wire length after placement ........................ 4140 um
  Standard cell area after detailed placement ........................ 2800 sq um
  Post-placement worst setup slack ........................ -0.330 ns

[Clock tree]
  CTS H-tree lvls ........................ 2
  Number of CTS-inserted buffers ........................ 5
  Clock network latency to the later pin of the worst-skew pair ........................ 0.29 ns
  Post-CTS repair timing setup buffer count ........................ 0
  Clock slew at reported path FFs ........................ about 0.070 ns
  Largest buffer count on any clock path ........................ 2
  CTS root buffer ........................ clkbuf_8
  CTS Sinks ........................ 34
  CTS tree ........................ yes

[Die]
  Vertical extent of the die ........................ 119 um
  Core utilization at floorplan ........................ 20.1%
  Rows ........................ 36
  Die area ........................ 14,200 sq um
  Core area ........................ 9640 sq um
  Die X ........................ between 100 and 150 um
  Boundary pin count ........................ 51

[Pwr]
  Static leakage ........................ between 1 and 1.5 nW
  Peak ir drop on the vdd network ........................ 0.263 mV
  Pwr per Cell Area ........................ approximately 590 nW/um^2

[Job]
  Warning total across the stage logs ........................ 37
  Count of max-cap constraint violations ........................ 0

[Worst hold path]
  Path class of the lowest-slack min-delay path ........................ in -> async

----------------------------------------------------
sequential cells by signal, indices dropped and copies added, names as in the netlist:
| signal | flops |
|---|---|
| cnt_ot | 8 |
| cnt_uc | 8 |
| cnt_ov | 8 |
| cnt_uv | 8 |
| state | 2 |
area by class of cell:
type	count	share of cell area [%]
Inverter	14	1.86
Multi-Input combinational cell	150	35.5
Tap cell	133	5.63
Timing Repair Buffer	80	24.4
Sequential cell	34	28.9
Clock buffer	8	3.73
cells by family after synthesis:
group | after synthesis | synth area share, %
adder cells (fa/ha/maj) | 14 | 9.06
flip-flops | 34 | 44.0
XOR/XNOR | 24 | 10.9
AND/OR/NAND/NOR | 88 | 23.6
buffers and inverters | 19 | 3.95
AND-OR/OR-AND | 24 | 8.48
cells in the mapped netlist:
master / number
dfrtp_1: 34
nor2_1: 33
nand3_1: 19
xor2_1: 19
ha_1: 14
inv_1: 14
a21oi_1: 9
and3_1: 8
nand2b_1: 6
nand2_1: 5
xnor2_1: 5
nor3_1: 4
a2111oi_0: 3
and2_1: 3
clkbuf_1: 3
o21ai_0: 3
o22ai_1: 3
a31oi_1: 2
nor2b_1: 2
nor3b_1: 2
a211oi_1: 1
a211oi_2: 1
buf_2: 1
buf_4: 1
nand4_1: 1
nor4_1: 1
nor4_2: 1
nor4_4: 1
o32a_1: 1
o32ai_2: 1
or4_1: 1
or4_4: 1
worst paths after layout:
check	startpoint	slack, ns	endpoint	depth (start not counted)
min in group clk0	cnt_uc[0]	0.57	cnt_uc[0]	1
worst max register to register	cnt_uv[4]	0.04	state[0]	6
max in group asynchronous	rst_n	1.13	cnt_ot[1]	2
worst max-delay path	cnt_uv[4]	0.04	state[0]	6
worst min-delay path	rst_n	0.52	cnt_uc[7]	2
worst min register to register	cnt_uc[0]	0.57	cnt_uc[0]	1
power by group:
part | internal, W | switching (W) | total (W)
Clock | 0.000348 | 0.000245 | 0.000593
Sequential | 0.000719 | 0.0000509 | 0.000769
Combinational | 0.000233 | 0.000145 | 0.000378
Total | 0.00130 | 0.000441 | 0.00174
stage by stage:
stage	utilization (%)	power, W	cells	setup TNS (ns)	hold WS [ns]
2_1_floorplan	-	0.000925	203	0	0.104
3_3_place_gp	29.1	0.00114	411	-0.829	0.556
3_5_place_dp	29.1	0.00115	411	-0.846	0.569
4_1_cts	30.4	0.00176	419	0	0.535
5_1_grt	30.6	0.00184	419	-0.0176	0.570
6_report	30.6	0.00174	419	0	0.521
cells in the final DEF, fill, tap and decap left out, drive strengths merged, types with 3 or more instances in the layout:
cell and count:
and3 8, clkbuf 9, xor2 19, o21ai 3
a2111oi 3, clkdlybuf4s50 46, nand2b 6, a21oi 9
ha 14, nor3 4, inv 14, and2 3
nor4 3, dlygate4sd2 3, xnor2 5, buf 30
dfrtp 34, nand3 19, nand2 5, nor2 33
o22ai 3
timing repair:
action / CTS / global route
gates resized: 12 / 10
setup endpoints to repair: 5 / 4
pin swaps: 1 / 3
hold buffers: 0 / 0
routing by layer:
layer  wire length [um]  share of wire, %  up-vias
li1                   -                 -      855
met1               2380                45      797
met2               2460                46       29
met3                375               7.1        6
met4                 84               1.6        0
met5                  0                 0        -
critical path, cell delays in order, from the launching register on:
cell      delay, ns
dfrtp_1        0.37
or4_1          0.58
a211oi_1       0.25
o22ai_1        0.13
o32ai_2        0.26
nor3_1         0.07
o32a_1         0.18
Power figures rest on the tool's default switching activity, not on a simulated workload.
