[./run.sh]
#!/bin/bash
# OpenROAD 26Q1-2900-gdf79404cd8, Yosys 0.63+post, stock flow scripts
make -C /OpenROAD-flow-scripts/flow DESIGN_CONFIG=/design/flow/config.mk WORK_HOME=/design/flow/orfs finish
[./config.mk]
export PLATFORM = sky130hd
export DESIGN_NAME = adc2flag
export DESIGN_NICKNAME = adc2flag
export VERILOG_FILES = /design/flow/design.v
export SDC_FILE = /design/flow/constraint.sdc
export NUM_CORES = 4
export LEC_CHECK = 1
export CORE_AREA = 10 10 70 70
export DIE_AREA = 0 0 80 80
[./design.v]
`timescale 1ns/1ps
module adc2flag #(
    parameter WIDTH=12,
    parameter OV_THRESH=12'd3500,
    parameter UV_THRESH=12'd2500,
    parameter HYST=12'd20
)(
    input clk, rst_n,
    input [WIDTH-1:0] adc_sample,
    output reg ov_flag, uv_flag
);
    reg ov_last, uv_last;
    always @(posedge clk or negedge rst_n) begin
        if(!rst_n) begin
            ov_last=0; uv_last=0;
            ov_flag=0; uv_flag=0;
        end else begin
            if(adc_sample>=OV_THRESH) ov_last=1;
            else if(adc_sample<=(OV_THRESH-HYST)) ov_last=0;
            ov_flag=ov_last;
            if(adc_sample<=UV_THRESH) uv_last=1;
            else if(adc_sample>=(UV_THRESH+HYST)) uv_last=0;
            uv_flag=uv_last;
        end
    end
endmodule
[./constraint.sdc]
current_design adc2flag

set clk_period 2.0
set clk_io_pct 0.2

create_clock -name clk0 -period $clk_period [get_ports {clk}]

set non_clock_inputs [all_inputs -no_clocks]
set_input_delay [expr $clk_period * $clk_io_pct] -clock clk0 $non_clock_inputs
set_output_delay [expr $clk_period * $clk_io_pct] -clock clk0 [all_outputs]
==> run summary <==
From the run reports.

- In the Yosys stats the netlist draws on 14 distinct library cells.
- The remaining routing DRC violations is 0.
- The part of the total power dissipated in combinational logic reads 26.9%.
- The overall routing resource usage is 2.940%.
- The run finished with clean final reports.
- The worst max-slew margin expressed relative to the limit reads 85.81%.
- The synthesized netlist occupies a cell area of 160.2 um2.
- For this run, the script counts the antenna cells in the layout as 0.
- For the final routed database, the setup TNS stands at 0 ns.
- The worst setup path is launched from a flop.
- The worst setup path is captured at an output pin.
- The total of cells resized after clock tree synthesis reads 0.
- Per the power-grid run, VDD falls by no more than 0.2032 mV.
- The clock network is responsible for 50.0% of the overall power.
- For reference, the final report shows the max-slew violation count at 0.
- The actual slew at the worst max-slew pin reads 0.2116 ns.
- The number of placed instances, taps included, is 79.
- The critical path data required time is 1.60 ns.
- The cell count after synthesis is 18.
- The worst path in the final design needs a cycle of 1.476 ns, including I/O delays and setup.
- The OpenROAD warning count is 25.
- The worst-case clock skew is 0 ns.
- The pre-antenna-repair detailed-routing pass consisted of 5 iterations.
- The final count of hold timing violations reads 0.
- The total leakage power is 0.1259 nW.
- The buffer type at the clock tree root is clkbuf_4.
- According to the floorplan report, the placeable core area is 3416 um2.
- The overall die width is 80 um.
- The clock net sink count reads 2.
- At the floorplan stage, the core utilization is reported as 4.689%.
- After detailed routing, the number of vias per cell comes to 3.098.
- The clock insertion delay at the later pin of the skew report reads 0.23 ns.
- The switching part of the total power is 26.41%.
- The fmax is 0.6776 GHz.
- The sequential share of power is 23.1%.
- The cell family with the largest share of critical-path delay is buffers and inverters.
- The synth_stat.txt file lists the number of cells as 18.
- The initial antenna violation count reads 0.
- The die area is 6400 um2.
- The overall routed net length reads 945 um.
- Setup repair after global routing left no endpoint under its margin.
- The number of rows created at floorplan reads 21.
- The clock tree from TritonCTS is done.
- The arrival time of data at the critical path endpoint is 1.08 ns.
- The power per unit of standard cell area reads 500.2 nW/um2.
- The vertical die dimension reads 80 um.
- The via count of the first global-routing pass came to 281.
- The cell with the largest stage delay on the worst path reads clkdlybuf4s50_1.
- The share of layout cells above drive strength 1 is 11.11%.
- The reg-to-reg setup timing slack reads 1.05 ns.
- The sum of buffers and inverters on the critical path reads 1.
- The classification of the worst-slack hold path is in2async.
- The non-filler instance count after layout is 82.
- The routed wire length per instance is 11.52 um.
- The total number of vias is 254.
- The post-layout period usage of the worst path reads 73.79%.
- Listed in order, past its start point the critical path passes clkdlybuf4s50_1.
- The total number of H-tree levels reads 1.
- The clock slew seen by the registers of the worst setup and hold paths is 0.04 ns.
- The post-synthesis chip area from yosys is 160.2 um2.
- Yosys attributes the largest share of cell area to dfrtp_1, a211oi_1, nor4b_2, a311o_1, o311a_1.
- The post-synthesis register bit count is 2.
- Per STA, the highest per-stage delay on the worst path measures 0.48 ns.
- The final weighted congestion of routability-driven global placement reads 0.8319.
- The first global-routing pass estimated 1414 um of wire.
- The I/O pin count reads 16.
- After clock tree synthesis, the setup repair step added 0 buffers.
- The clock tree buffer depth reads 2.
- The worst-path maximum fanout is 2.
- The yosys synthesis warning count reads 1.
- The number of buffers added to fix hold violations after cts reads 0.
- The cell-internal power reads 0.1437 mW.
- The final global-route overflow total is 0.
- The number of endpoints failing setup at the final stage reads 0.
- Sequential elements use 31.25% of the synthesized area.
- The cell taking the most area after synthesis reads dfrtp_1.
- The total CTS buffers reads 3.
- The fraction of post-synthesis cell area in the top cell type by area reads 31.25%.
- Entering global routing, the biggest net connects 5 pins.
- After the first detailed-routing iteration, the DRC count stood at 11.
- The analysis attributes to net switching a power of 0.05157 mW.
- The number of nets with antenna violations after routing reads 0.
- The average cell area after synthesis is 8.897 um2.
- The post-synthesis to final-layout area growth is 143.7%.
- The number of port buffers reads 15.
- The tool flagged a number of max-cap violations equal to 0.
- In the setup report, the worst path falls into the class reg2out.
-- final cells by class --
type                            count  area, um2
Multi-Input combinational cell     16      110.1
Fill cell                         406       3025
Sequential cell                     2      50.05
Timing Repair Buffer               15      150.1
Tap cell                           46      57.56
Clock buffer                        3      22.52
-- power groups by stage --
stage | logic (mW) | clock network [mW] | registers [mW]
after CTS | 0.0523 | 0.0993 | 0.0451
after global routing | 0.0568 | 0.105 | 0.0452
final | 0.0525 | 0.0977 | 0.0451
-- sequential cells by signal, indices dropped and copies added (netlist names) --
register,flops
ov_flag,1
uv_last,1
-- cell families (layout without fill, tap and decap cells) --
| family | Yosys count | after routing | synth area share, % |
|---|---|---|---|
| and+or+nand+nor | 7 | 7 | 26.56 |
| DFF | 2 | 2 | 31.25 |
| AOI/OAI and AO/OA | 9 | 9 | 42.18 |
| buffers and inverters | 0 | 18 | 0 |
-- stage by stage --
| step | utilization (%) | power, mW | setup slack, ns | cell area, um2 | hold WS (ns) |
|---|---|---|---|---|---|
| after floorplan | - | 0.05487 | 0.8673 | 160.2 | 0.1044 |
| after global placement | 10.77 | 0.09587 | 0.3400 | 367.9 | 0.5787 |
| after detailed placement | 10.77 | 0.09662 | 0.3256 | 367.9 | 0.5760 |
| after CTS | 11.43 | 0.1967 | 0.5214 | 390.4 | 0.3309 |
| after global routing | 11.43 | 0.2071 | 0.5001 | 390.4 | 0.3361 |
| final | 11.43 | 0.1953 | 0.5242 | 390.4 | 0.3299 |
-- worst paths after layout --
kind | from | cells after the start | to
worst max-delay path | ov_flag | 1 | ov_flag
worst min-delay path | rst_n | 1 | uv_last
worst max register to register | uv_last | 3 | uv_last
worst min register to register | ov_flag | 3 | ov_flag
max in group asynchronous | rst_n | 1 | ov_flag
min in group clk0 | adc_sample[11] | 2 | uv_last
-- routing by layer --
| layer | share of wire (%) | GRT usage, % |
|---|---|---|
| met1 | 58 | 4.718 |
| met2 | 27 | 2.729 |
| met3 | 14 | 2.159 |
| met4 | 0.63 | 0.5282 |
| met5 | 0 | 0 |
-- placed cells by master, fill, tap and decap left out --
| cell type | count |
|---|---|
| or3_1 | 1 |
| clkbuf_4 | 3 |
| nor2_1 | 2 |
| a311o_1 | 1 |
| clkdlybuf4s50_1 | 15 |
| a211oi_1 | 3 |
| nor3_1 | 1 |
| o311a_1 | 1 |
| nor4b_2 | 1 |
| nand2_1 | 1 |
| o21ai_0 | 1 |
| a21oi_1 | 1 |
| o211ai_1 | 1 |
| dfrtp_1 | 2 |
| nand3_1 | 1 |
| a21boi_0 | 1 |
-- Yosys cell counts --
library cell  n
nor4b_2       1
nor3_1        1
or3_1         1
o21ai_0       1
a311o_1       1
nand3_1       1
a211oi_1      3
o311a_1       1
a21boi_0      1
a21oi_1       1
dfrtp_1       2
nor2_1        2
o211ai_1      1
nand2_1       1
Power is estimated from default activity; no workload was simulated.
